## /design/flow/config.mk

```make
export PLATFORM = sky130hd
export DESIGN_NAME = TBox
export DESIGN_NICKNAME = TBox
export VERILOG_FILES = /design/flow/design.v
export SDC_FILE = /design/flow/constraint.sdc
export NUM_CORES = 4
export LEC_CHECK = 1
export CORE_AREA = 10 10 91 91
export DIE_AREA = 0 0 101 101
```

## /design/flow/constraint.sdc

```tcl
current_design TBox

set clk_period 2.7
set clk_io_pct 0.2

create_clock -name clk0 -period $clk_period [get_ports {clk}]

set non_clock_inputs [all_inputs -no_clocks]
set_input_delay [expr $clk_period * $clk_io_pct] -clock clk0 $non_clock_inputs
set_output_delay [expr $clk_period * $clk_io_pct] -clock clk0 [all_outputs]
```

## /design/flow/design.v

```verilog
module TCell(input clk, set, reset, set_symbol, output reg valid, output reg symbol);
    initial begin
        valid <= 1'b0;
        symbol <= 1'b0; 
    end
    always @(posedge clk) begin
        if (reset) begin
            valid <= 1'b0;
            symbol <= 1'b0; 
        end
        else if (~valid & set) begin
            valid <= 1'b1;
            symbol <= set_symbol; 
        end
    end
endmodule
module TBox(input clk, set, reset, input [1:0] row, input [1:0] col, output [8:0] valid, output [8:0] symbol, output reg [1:0] game_state);
    wire [8:0] d;
    wire cur_sym; 
    reg [3:0] fcells;
    integer j;
    always @(*) begin
        fcells = 4'b0000;
        for (j = 0; j < 9; j = j + 1) begin
            if (valid[j]) 
                fcells = fcells + 1;
        end
    end
    assign cur_sym = ~fcells[0];
    genvar i;
    generate
        for (i = 0; i < 9; i = i + 1) begin
            TCell t(clk, (set & (d[i])), reset, cur_sym, valid[i], symbol[i]);
        end
    endgenerate
    row_col_decoder decoder(row, col, d);
    always @(posedge clk or posedge reset) begin
        if (reset) begin
            game_state <= 2'b00; 
        end else begin
            if (|valid) begin
                if (((valid[0] & symbol[0]) & (valid[1] & symbol[1]) & (valid[2] & symbol[2])) ||
                    ((valid[3] & symbol[3]) & (valid[4] & symbol[4]) & (valid[5] & symbol[5])) ||
                    ((valid[6] & symbol[6]) & (valid[7] & symbol[7]) & (valid[8] & symbol[8])) ||
                    ((valid[0] & symbol[0]) & (valid[3] & symbol[3]) & (valid[6] & symbol[6])) ||
                    ((valid[1] & symbol[1]) & (valid[4] & symbol[4]) & (valid[7] & symbol[7])) ||
                    ((valid[2] & symbol[2]) & (valid[5] & symbol[5]) & (valid[8] & symbol[8])) ||
                    ((valid[0] & symbol[0]) & (valid[4] & symbol[4]) & (valid[8] & symbol[8])) ||
                    ((valid[2] & symbol[2]) & (valid[4] & symbol[4]) & (valid[6] & symbol[6]))) begin
                    game_state <= 2'b01; 
                end
                else if (((valid[0] & ~symbol[0]) & (valid[1] & ~symbol[1]) & (valid[2] & ~symbol[2])) ||
                         ((valid[3] & ~symbol[3]) & (valid[4] & ~symbol[4]) & (valid[5] & ~symbol[5])) ||
                         ((valid[6] & ~symbol[6]) & (valid[7] & ~symbol[7]) & (valid[8] & ~symbol[8])) ||
                         ((valid[0] & ~symbol[0]) & (valid[3] & ~symbol[3]) & (valid[6] & ~symbol[6])) ||
                         ((valid[1] & ~symbol[1]) & (valid[4] & ~symbol[4]) & (valid[7] & ~symbol[7])) ||
                         ((valid[2] & ~symbol[2]) & (valid[5] & ~symbol[5]) & (valid[8] & ~symbol[8])) ||
                         ((valid[0] & ~symbol[0]) & (valid[4] & ~symbol[4]) & (valid[8] & ~symbol[8])) ||
                         ((valid[2] & ~symbol[2]) & (valid[4] & ~symbol[4]) & (valid[6] & ~symbol[6]))) begin
                    game_state <= 2'b10; 
                end
                else if (valid == 9'b111111111) begin
                    game_state <= 2'b11; 
                end
                else begin
                    game_state <= 2'b00; 
                end
            end
        end
    end
endmodule
module row_col_decoder(
    input [1:0] row, 
    input [1:0] col, 
    output reg [8:0] d
);
    always @(*) begin
        case ({row, col})
            4'b0101: d = 9'b000000001;  
            4'b0110: d = 9'b000000010;  
            4'b0111: d = 9'b000000100;  
            4'b1001: d = 9'b000001000;  
            4'b1010: d = 9'b000010000;  
            4'b1011: d = 9'b000100000;  
            4'b1101: d = 9'b001000000;  
            4'b1110: d = 9'b010000000;  
            4'b1111: d = 9'b100000000;  
            default: d = 9'b000000000; 
        endcase
    end
endmodule
```

## /design/flow/run.sh

```bash
#!/bin/bash
# OpenROAD 26Q1-2900-gdf79404cd8, Yosys 0.63+post, stock flow scripts
make -C /OpenROAD-flow-scripts/flow DESIGN_CONFIG=/design/flow/config.mk WORK_HOME=/design/flow/orfs finish
```

==> changes_impl.md <==
### Metrics

* Startpoint types: register
* # diodes at 0
* Pleak at around 0.55 nW
* Most common cell in the synthesized netlist: nor2_1
* Clock Latency Late Sink at approximately 260 ps
* Die area at between 0.01 and 0.015 mm2
* Slew Limit Fails at 0
* Final cycle utilization of the critical path at approximately three quarters
* Hold Violations, Final at 0
* First-pass GRT wire length at about 5600 um
* Pre-CTS WS at approximately 620 ps
* Total I/O pin count at 27
* Cell taking the most area after synthesis: dfxtp_1
* Syn_area_per_cell at between 8 and 9 um2
* Remaining antenna violation count after routing at 0
* Final setup vio count at 0
* Register area share after synthesis at between 20% and 30%
* Post-CTS Setup Inserts at 0
* Hold-fix buffers at CTS at 0
* Placer Congestion at 0.843
* Outcome: finished clean
* CTS buffer count at 3
* DR vias at roughly 1100
* Wire per inst at approximately 14 um
* Die Wd at 101 um
* YS warnings at 3
* IR drop worst, VDD at roughly 0.24 mV
* Slew at the pin with the worst max-slew slack at roughly 750 ps
* Mapped Cells at around 160
* Core area at 0.00635 mm2
* Logic area at ~740 um2
* Antenna violations before repair at 0
* Synth top area cells: dfxtp_1 (26%), buf_4 (9.8%), mux2i_1 (6.5%)
* Chip area line of the yosys report at ~0.0014 mm2
* Slew HR at around half
* Largest net degree at the start of global routing at 20
* Post-synth regs at 20
* CP required at roughly 2200 ps
* Post-route setup slack at about 720 ps
* Clock root cell: clkbuf_8
* Hold Crit Class: register to register
* Worst setup EP type: output port
* Total Routed Length at roughly 3500 um
* Main flop type after synthesis: dfxtp_1
* Cell count of the worst hold path at 2
* Resize count post-CTS at 0
* Tot GR Track Use at approximately 6.8%
* CP Depth at 1
* Iter 0 DRT Violations at around 110
* Sink Count at 20
* Cell area after synthesis at about 0.0014 mm2
* RSZ-0062 raised after global routing: false
* Asr flop ratio synth at about 10%
* Number of port buffers at 26
* Critical setup path kind: register to output port
* GR Overflow Total at 0
* Worst hold slack at 508 ps
* Layout area overhead at 15.9%
* Core Util at FP at between 20% and 30%
* Min Clock Period, post-route at 1980 ps
* Vias per Instance at 4.50
* Placed instance count at approximately 240
* Vert. Die Dim at 101 um
* Max_cap viols at 0
* Share of cells above drive strength 1 at 7.23%
* Critical Path AT at approximately 1400 ps
* Number of detailed-route iterations in the first pass at 4
* Non-filler cells, final at approximately 240
* Clock skew at between 3 and 4 ps
* Synth cell types at 33
* CTS HTree Levels at 1
* R2R depth at 7
* Count of tool warnings at 26
* CP max FO at 13
* Post-synth EDFFs at 0
* HPWL Detailed at around 2600 um
* CP cell instances: clkdlybuf4s50_1
* Fill cells at just under 700
* CTS tree: built
* Crit-path slowest cell: dfxtp_1
* Sequential Area at ~410 um2
* Top-area cell share at 26.1%
* CP max stage delay at roughly 620 ps
* PwrDens at between 400 and 500 mW/mm2
* DRC errors left at 0
* Fmax achieved at just over 0.5 GHz
* Clock Path Buffers at 2
* Synth cell count leaders: nor2_1 (24), buf_4 (18), dfxtp_1 (18)
* Yosys stat cell total at about 160
* WP buf/inv at 1
* Setup TNS at 0 ps
* Num rows at 29
* CTS clk-pin slew, worst paths at roughly 80 ps
* CP top delay family: flip-flops
* Vias in the first global route at 994
-- cell families after synthesis --
kind of cell / after synthesis / synth area share (%)
xor gates and xnor gates: 7 / 4.99
AOI/OAI and AO/OA: 19 / 8.17
buffers and inverters: 33 / 16.8
muxes: 9 / 6.53
DFF: 20 / 29.8
and+or+nand+nor: 73 / 31.9
adders and majority gates: 2 / 1.81
-- metrics by stage --
stage | util, % | power [mW] | cell area (um2)
3_5_place_dp | 24.0 | 0.424 | 1530
4_1_cts | 25.2 | 0.722 | 1600
3_3_place_gp | 24.0 | 0.424 | 1530
5_1_grt | 25.2 | 0.757 | 1600
6_report | 25.2 | 0.713 | 1600
2_1_floorplan | - | 0.388 | 1380
-- routing by layer --
| metal | global-route usage [%] | vias up | share of wire (%) |
|---|---|---|---|
| met1 | 9.20 | 520 | 48 |
| met4 | 0.965 | 0 | 1.1 |
| li1 | - | 550 | - |
| met2 | 10.5 | 21 | 46 |
| met5 | 0 | - | 0 |
| met3 | 2.22 | 2 | 5.1 |
-- sequential cells by signal, summed over array words and instances, names as in the netlist --
register	count
genblk1.t.symbol	9
game_state	2
genblk1.t.valid	9
-- layout by cell type, fill, tap and decap left out, types with 2 or more instances in the layout --
cell	instances
a21oi_1	11
and3b_1	2
and4bb_1	4
clkbuf_8	3
clkdlybuf4s50_1	26
dfrtp_1	2
dfxtp_1	18
ha_1	2
inv_1	6
mux2i_1	9
nand2_1	12
nand3_1	4
nand4_1	11
nor2_1	24
nor2b_1	6
nor4b_2	2
nor4bb_1	2
o21ai_1	3
xnor2_1	6
-- where the power goes --
group | switching, mW | internal, mW
registers | 0.0174 | 0.306
clock network | 0.0995 | 0.198
logic | 0.0386 | 0.0530
total | 0.155 | 0.557
-- area by class of cell --
type	instances	area share [%]
well taps	77	6.03
multi-input cells	110	46.1
clock buffers	3	2.58
repair buffers	26	16.3
flip-flops and latches	20	25.7
clock inverters	1	1.88
inverters	6	1.41
-- path summary, 6_finish.rpt --
path	from	slack, ps	end
setup / recovery	genblk1[4].t.valid	720	valid[4]
hold / removal	game_state[1]	510	game_state[1]
setup reg to reg	genblk1[0].t.valid	730	genblk1[6].t.symbol
hold reg to reg	game_state[1]	510	game_state[1]
max in group asynchronous	reset	1580	game_state[0]
min in group asynchronous	reset	960	game_state[1]
Power and IR drop assume default switching activity.
